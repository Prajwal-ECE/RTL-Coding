<file path="flow/design.v">
`timescale 1ns / 1ps
module Full_adder(a,b,c,sum,carry);
input a,b,c;
output sum,carry;
wire w1,w2,w3;
xor X1(w1,a,b);
xor X2(sum,w1,c);
and A1(w2,a,b);
and A2(w3,w1,c);
or O1(carry,w2,w3);
endmodule
`timescale 1ns / 1ps
module Ripple_carry_adder(a,b,c,sum,cout);
input [3:0] a,b;
input c;
output [3:0]sum;
output cout;
wire c1,c2,c3;
Full_adder fa0(a[0],b[0],c,sum[0],c1);
Full_adder fa1(a[1],b[1],c1,sum[1],c2);
Full_adder fa2(a[2],b[2],c2,sum[2],c3);
Full_adder fa3(a[3],b[3],c3,sum[3],cout);
endmodule
</file>
<file path="flow/run.sh">
#!/bin/bash
# OpenROAD 26Q1-2900-gdf79404cd8, Yosys 0.63+post, stock flow scripts
make -C /OpenROAD-flow-scripts/flow DESIGN_CONFIG=/design/flow/config.mk WORK_HOME=/design/flow/orfs finish
</file>
<file path="flow/config.mk">
export PLATFORM = sky130hd
export DESIGN_NAME = Ripple_carry_adder
export DESIGN_NICKNAME = Ripple_carry_adder
export VERILOG_FILES = /design/flow/design.v
export SDC_FILE = /design/flow/constraint.sdc
export NUM_CORES = 4
export LEC_CHECK = 1
export CORE_AREA = 10 10 70 70
export DIE_AREA = 0 0 80 80
</file>
<file path="flow/constraint.sdc">
current_design Ripple_carry_adder

set clk_period 3.0
set clk_io_pct 0.2

create_clock -name clk0 -period $clk_period

set non_clock_inputs [all_inputs -no_clocks]
set_input_delay [expr $clk_period * $clk_io_pct] -clock clk0 $non_clock_inputs
set_output_delay [expr $clk_period * $clk_io_pct] -clock clk0 [all_outputs]
</file>
==> metrics.cfg <==
[run_status]
status=complete, no violations

[floorplan]
fp-utilization_pct=4.32
core_area_sq_um=3420
core.rowCount=21
pin_count=14
die.size.y_um=80
die_w_um=80
chipArea_sq_um=6400

[final_timing]
fin_crit_ps=2880
holdWs_ps=1940
setup_violations=0
relSlewSlack_pct=93.0
fmax_mhz=347
finalMaxSlewViolations=0
finalHoldViolCount=0
rsz0062_at_grt=no
tns_ps=0
post-route-period-util_pct=96.1
tightestPinTransition_ps=105

[detailed_routing]
num_antenna_cells=0
antenna_left=0
drt_drc_violations_left=0
firstDrtPassIters=1
num_vias=132
routed_wl_um=455
wl_per_cell_um=6.15
drtIter0Drc=0
viasPerCell=1.78

[yosys]
topCellsByArea=fa_1, inv_1, buf_4
synth-adder-area-share_pct=54.2
syn_area_per_cell_sq_um=8.20
synth_warnings=0
synthMuxAreaShare_pct=0
ys_cells=18
syn_inst=18
ys_seq_share_pct=0
top_area_share_pct=54.2
top_cells_by_count=inv_1, buf_4, fa_1
synth_cell_types=3
ys_area_sq_um=148
yosys.area_share.aoi_pct=0
synth.cell_area_sq_um=148
yosys.area.top_type=fa_1
top_logic_kind=adder cells
top_cell=inv_1
yosys.area_share.simple_pct=0
xor_area_share_pct=0

[worst_setup_path]
path_max_fanout=1
cp_slowest_cell=fa_1
crit_required_ps=2400
worstSetupEndpoint=sum[3]
critPathLaunchType=input port
crit_start=a[0]
arrival_ps=2280
end_kind=primary output
critPathKind=in2out
cp_cell_sequence=buf_2 > inv_2 > fa_2 > inv_2 > fa_2 > fa_2 > inv_2 > fa_1 > inv_1 > buf_2
cpPeakStageDelay_ps=400

[job]
warnings=32
max_cap_violations=0

[cts]
ctsHoldBuffers=0
cts_setup_buffers=0

[global_route]
grt_max_degree=2
grt_util_met1_pct=1.94
grt_use_met2_pct=1.85
top_usage_layer=met1
grt-ovfl-total=0
first_global_vias=164
use_met3_pct=0.909
antenna_found_initial=0
grt_usage_pct=1.39
grt_pass1_wl_um=696

[final_layout]
flop-count=0
final_area_sq_um=302
seq_area_sq_um=0
drive_gt1_share_pct=42.9
syn2layout_area_growth_pct=104
fill_cells=409
clkbuf_count=0

[worst_hold_path]
hold_class=in2out
min_path_cells=5

[placed_design]
placed_area_sq_um=315
place_congestion=0.791
numPortBuffers=14
hpwlAfterDp_um=449

[power]
power_density_nw_per_um2=139
leakagePower_nw=0.143
vdd_drop_max_mv=0.0373

## layout by cell type (no fill, tap or decap)
cell type and count:
fa_1 1, dlymetal6s2s_1 1, clkdlybuf4s50_1 6, fa_2 3, inv_1 5, dlygate4sd2_1 3, inv_2 5, buf_2 4
## area by class of cell
type	count	area (sq um)	share of cell area [%]
repair buffers	14	119	39.4
multi-input cells	4	87.6	29.0
well taps	46	57.6	19.1
inverters	10	37.5	12.4
## layer usage
metal / part of all wire (%) / routed length, um
met1: 49 / 221
met2: 29 / 134
met4: 0 / 0
met3: 22 / 100
met5: 0 / 0
## worst max-delay path: cells and delay by family
| family | cells | cell delay (ps) |
|---|---|---|
| buffers and inverters | 6 | 400 |
| adder cells (fa/ha/maj) | 4 | 1280 |
## worst min-delay path by stage
stage,startpoint,to
global route,b[0],sum[0]
CTS,b[3],sum[3]
finish,b[3],sum[3]
## cell families after synthesis
family / Yosys count
adder cells (fa/ha/maj): 4
buffers and inverters: 14
## power breakdown
group	total (mW)	internal (mW)	switching, mW
clock	0	0	0
combinational	0.0419	0.0275	0.0145
sequential	0	0	0
## stage by stage
stage | std cells | setup WS (ps) | utilization (%) | power (mW)
2_1_floorplan | 18 | 223 | - | 0.0229
3_3_place_gp | 74 | -661 | 9.23 | 0.0482
3_5_place_dp | 74 | -710 | 9.23 | 0.0494
4_1_cts | 74 | 7.68 | 8.75 | 0.0444
5_1_grt | 74 | 5.85 | 8.83 | 0.0491
6_report | 74 | 117 | 8.83 | 0.0419
## timing repair
item | CTS | global route
hold endpoints to repair | 0 | 0
endpoints found under the setup margin | 4 | 1
pin swaps | 4 | 2
gates resized | 26 | 1
Power and IR drop assume default switching activity.
