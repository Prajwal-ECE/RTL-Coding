===== run.sh =====
#!/bin/bash
# OpenROAD 26Q1-2900-gdf79404cd8, Yosys 0.63+post, stock flow scripts
make -C /OpenROAD-flow-scripts/flow DESIGN_CONFIG=/design/flow/config.mk WORK_HOME=/design/flow/orfs finish

===== config.mk =====
export PLATFORM = sky130hd
export DESIGN_NAME = Carry_look_ahead_adder
export DESIGN_NICKNAME = Carry_look_ahead_adder
export VERILOG_FILES = /design/flow/design.v
export SDC_FILE = /design/flow/constraint.sdc
export NUM_CORES = 4
export LEC_CHECK = 1
export CORE_AREA = 10 10 70 70
export DIE_AREA = 0 0 80 80

===== constraint.sdc =====
current_design Carry_look_ahead_adder

set clk_period 3.0
set clk_io_pct 0.2

create_clock -name clk0 -period $clk_period

set non_clock_inputs [all_inputs -no_clocks]
set_input_delay [expr $clk_period * $clk_io_pct] -clock clk0 $non_clock_inputs
set_output_delay [expr $clk_period * $clk_io_pct] -clock clk0 [all_outputs]

===== design.v =====
`timescale 1ns / 1ps
module Carry_look_ahead_adder(a, b, cin,sum, Cout);
    input [3:0] a, b;
    input cin;
    output [3:0] sum;
    output Cout;
    wire P0,P1,P2,P3,G0,G1,G2,G3;
    wire C4, C3, C2, C1;
    assign
        P0 = a[0] ^ b[0],   
        P1 = a[1] ^ b[1],   
        P2 = a[2] ^ b[2],
        P3 = a[3] ^ b[3];
    assign
        G0 = a[0] & b[0],
        G1 = a[1] & b[1],
        G2 = a[2] & b[2],
        G3 = a[3] & b[3];
	 assign
        C1 = G0 | (P0 & cin),
        C2 = G1 | (P1 & G0) | (P1 & P0 & cin),
        C3 = G2 | (P2 & G1) | (P2 & P1 & G0) | (P2 & P1 & P0 & cin),
        C4 = G3 | (P3 & G2) | (P3 & P2 & G1) | (P3 & P2 & P1 & G0) | (P3 & P2 & P1 & P0 & cin);
    assign
        sum[0] = P0 ^ cin,
        sum[1] = P1 ^ C1,
        sum[2] = P2 ^ C2,
        sum[3] = P3 ^ C3;
    assign Cout = C4;
endmodule

==> flow_summary.toml <==
# yosys + openroad results
[global_route]
grt_max_degree = 4
antenna_found_initial = 0
grt_pass1_vias = 204
gr-total-overflow = 0
grt_usage_pct = 1.83
grt_pass1_wl_um = 924

[setup_path]
startpoint_type = "input pin"
arrival_ps = 2230
cp-end-kind = "primary output"
crit_type = "in2out"
cp_data_required_time_ps = 2400
path_max_fanout = 3

[route]
wire_per_inst_um = 7.06
routed_via_density = 2.19
diodes = 0
firstDrtPassIters = 2
drt-initial-drc-count = 7
antenna_left = 0
vias = 175
drcViolationCount = 0
wl_um = 565

[layout]
seq_cell_count = 0
area_growth_pct = 124
final_cell_mix = "clkdlybuf4s50_1, ha_1, inv_1"
utilization_pct = 11.1
nClkBuffers = 0
fill_cells = 404
final_area_um2 = 380
regArea_um2 = 0
comb_area_um2 = 163
final_common_cell = "clkdlybuf4s50_1"
drive_above_1_share_pct = 11.8

[power]
ir_worst_vdd_uv = 71.7
leakagePower_nw = 0.175
power.total_w = 0.0000656
p_per_area_nw_per_um2 = 172

[final_timing]
period_needed_ps = 2830
worstMarginPinSlew_ps = 153
setup_tns_ps = 0
slew_headroom_pct = 89.8
rsz0062_at_grt = "false"
fmax_ghz = 0.354
hold_violations = 0
fin_ws_ps = 171
maxSlewViolCount = 0
timing.final.crit_share_pct = 94.3
setup_viol = 0

[floorplan]
chip_area_um2 = 6400
fp_util_pct = 4.98
die_y_um = 80
ioPinCount = 14
rows = 21
core_um2 = 3420
die_x_um = 80

[logic_synthesis]
top_area_cell = "ha_1"
yosys_warnings = 0
synthesis.area_um2 = 170
ys_cells = 20
top_cell_area_share_pct = 36.8
netlist_instances = 20
postSynthSeqShare_pct = 0
ys_types = 10
avgSynthCellArea_um2 = 8.51
ys_area_um2 = 170
yosys-top-cells-area = "ha_1, fa_1, xnor2_1, a21o_1, inv_1"

[placement]
gp_congestion = 0.698
dpl-instance-area_um2 = 368
dp_hpwl_um = 520
io_buffers = 14
pre_cts_ws_ps = 58.9

[min_path]
min-delay-path-class = "in2out"

[run]
warnings = 33
drv_cap = 0

[run_status]
outcome = "complete, no violations"
[through the flow]
| stage | hold WS, ps | std cells |
|---|---|---|
| 2_1_floorplan | 1370 | 20 |
| 3_3_place_gp | 2280 | 80 |
| 3_5_place_dp | 2300 | 80 |
| 4_1_cts | 2300 | 80 |
| 5_1_grt | 2090 | 80 |
| 6_report | 2030 | 80 |
[routing by layer]
metal  part of all wire, %  up-vias  global-route usage [%]
li1                      -       95                       -
met1                    58       67                    2.98
met2                    21       13                    1.61
met3                    21        0                    1.59
met4                     0        0                       0
met5                     0        -                       0
[synth_stat cells (all sizes together)]
library cell / instances
a21o: 2
xnor2: 2
inv: 4
ha: 5
xor2: 1
nand2: 1
a21oi: 3
o21ai: 1
fa: 1
[final timing paths]
path,depth (start not counted),start,end
hold / removal,5,b[0],sum[0]
setup / recovery,5,cin,sum[1]
[critical path, stage by stage]
cell	delay, ps
clkdlybuf4s50_1	530
inv_1	70
fa_1	370
xnor2_1	140
clkdlybuf4s50_1	500
[final cells by class]
cell class         count  area share (%)
inverters              4            3.95
multi-input cells     16            42.8
well taps             46            15.1
repair buffers        14            38.2
[where the power goes]
part / switching, W / internal, W
registers: 0 / 0
clock network: 0 / 0
logic: 0.0000217 / 0.0000440
[cell families after synthesis]
kind of cell,count (synthesis),synth area share [%]
AOI/OAI and AO/OA,6,25.0
adders and majority gates,6,48.5
buffers and inverters,4,8.82
xor gates and xnor gates,3,15.4
and+or+nand+nor,1,2.20
[timing repair]
action,4_1_cts,5_1_grt
buffers inserted,0,0
hold buffers,0,0
setup endpoints to repair,0,2
gates resized,0,4
Power figures rest on the tool's default switching activity, not on a simulated workload.
